===== /design/flow/run.sh =====
#!/bin/bash
# OpenROAD 26Q1-2900-gdf79404cd8, Yosys 0.63+post, stock flow scripts
make -C /OpenROAD-flow-scripts/flow DESIGN_CONFIG=/design/flow/config.mk WORK_HOME=/design/flow/orfs finish

===== /design/flow/config.mk =====
export PLATFORM = sky130hd
export DESIGN_NAME = counter
export DESIGN_NICKNAME = counter
export VERILOG_FILES = /design/flow/design.v
export SDC_FILE = /design/flow/constraint.sdc
export NUM_CORES = 4
export LEC_CHECK = 1
export CORE_AREA = 10 10 70 70
export DIE_AREA = 0 0 80 80

===== /design/flow/constraint.sdc =====
current_design counter

set clk_period 1.0
set clk_io_pct 0.2

create_clock -name clk0 -period $clk_period [get_ports {clk}]

set non_clock_inputs [all_inputs -no_clocks]
set_input_delay [expr $clk_period * $clk_io_pct] -clock clk0 $non_clock_inputs
set_output_delay [expr $clk_period * $clk_io_pct] -clock clk0 [all_outputs]

===== /design/flow/design.v =====
module counter(clk,rstn,out);
    input clk,rstn;
    output reg [3:0]out;
    always @ (posedge clk)
    begin
        if (rstn == 1'b1)
        begin
            out = 4'b0000;
        end    
        else
        begin
            out = out + 1'b1;
        end        
    end
endmodule

==> out/qor.yml <==
hold_path:
  hold_class: "register to register"
  whs_endpoint: "out[0]"
  hold_depth: 2
  hold_path.startpoint: "out[0]"
drt:
  wire_per_inst_um: 5.95
  routed_wl_um: 434
  drc_errors: 0
  routed_via_density: 1.92
  vias: 140
  drtIter0Drc: 0
  ant_nets: 0
  drt_pass1_iterations: 1
job:
  drv_cap: 0
  warning_count: 25
yosys:
  ys.flops: 4
  ys_cells: 13
  synthDistinctLibCells: 7
  yosysSeqAreaShare_pct: 55.2
  ys_chip_area_um2: 145
  syn_area_um2: 145
  avgSynthCellArea_um2: 11.2
  yosys_warnings: 1
  syn-instance-count: 13
global_routing:
  grt_pass1_wl_um: 676
  grt_start_max_net_pins: 4
  overflow: 0
  globalRouteTotalUtil_pct: 1.55
  grt_pass1_vias: 153
  antenna_found_initial: 0
timing:
  period_used_pct: 94.6
  fin_crit_ns: 0.946
  whs_ns: 0.506
  worst_slack_ns: 0.0536
  finalClockSkew_ns: 0.00547
  max_freq_mhz: 1060
  worst_slew_pin_slew_ns: 0.111
  finalSetupTns_ns: 0
  drv_slew: 0
  hold_viol: 0
  slew_headroom_pct: 92.6
  setup_viol: 0
  rsz0062_at_grt: "no"
die:
  fp.dieW_um: 80
  die-area_mm2: 0.00640
  die_h_um: 80
  fp_util_pct: 4.25
  num_io_pins: 6
  coreArea_mm2: 0.00342
  placementRows: 21
layout:
  area_delta_synth_final_pct: 124
  fin_area_um2: 325
  drive_gt1_share_pct: 61.5
  largest_reg_flops: 4
worst_setup_path:
  setup.worst_path.start: "out[2]"
  path_max_fanout: 2
  r2r_setup_slack_ns: 0.05
  end_kind: "register"
  arrival_ns: 1.07
  timing.rr.end: "out[3]"
  start_kind: "register"
  rr_startpoint: "out[2]"
  rr_worst_depth: 3
  worstPathRequired_ns: 1.13
  worstSetupPathType: "register to register"
pwr:
  power_per_cell_area_mw_per_mm2: 1380
  power.internal_uw: 348
  vdd.ir_drop.worst_mv: 0.332
  pwr-share-clk_pct: 46.5
  p_sw_uw: 99.8
  p_sw_share_pct: 22.3
  seq_power_share_pct: 39.8
  power_frac_comb_pct: 13.6
  power.leakage_nw: 0.126
place:
  pre_cts_slack_ns: -0.132
  gp_congestion: 0.673
  numPortBuffers: 5
  placed_cell_area_um2: 290
clocking:
  hold_buffers: 0
  cts_root_buffer: "clkbuf_4"
  cts_tree: "yes"
  cts.clk_slew.worst_paths_ns: 0.04
  cts_buffers: 3
  clk_path_buf_depth: 2
  cts_max_level: 1
  clk_latency_ns: 0.24
  cts.sinks: 4
status:
  status: "finished, final reports clean"
-- power groups by stage --
stage         logic [mW]  registers, mW  clock network [mW]
CTS               0.0570          0.177               0.218
global route      0.0671          0.180               0.233
finish            0.0611          0.178               0.208
-- area by class of cell --
type / count / area, um^2
clock buffers: 3 / 22.5
well taps: 46 / 57.6
fillers: 402 / 3090
diodes: 1 / 2.50
multi-input cells: 9 / 75.1
repair buffers: 10 / 82.6
flip-flops and latches: 4 / 85.1
-- worst max path at each step --
stage | end | slack, ns | depth (start not counted)
4_1_cts | out[0] | 0.007 | 1
5_1_grt | out[1] | 0.03 | 3
6_report | out[3] | 0.05 | 3
-- Yosys cell counts (all sizes together) --
master	count	share of area, %
mux2	1	10
nor2b	2	8.6
ha	1	8.6
dfxtp	4	55
nor2	3	7.8
nand3	1	3.4
xnor2	1	6.0
-- layout by cell type, fill, tap and decap left out, drive strengths merged --
master,count
diode,1
clkdlybuf4s50,1
mux2,1
clkdlybuf4s15,3
ha,1
nand3,1
nor2,3
buf,5
xnor2,1
nor2b,2
dfxtp,4
clkbuf,4
-- critical path, stage by stage (launching register included) --
cell,delay [ns]
dfxtp_2,0.31
buf_4,0.13
nand3_1,0.10
mux2_4,0.30
-- layer usage --
metal	GRT usage [%]	up-vias	share of wire (%)
li1	-	69	-
met1	1.40	62	36
met2	1.12	9	25
met3	3.41	0	39
met4	0.352	0	0
met5	0	-	0
-- through the flow --
stage / utilization (%) / total power, mW / std cells
after global placement: 8.50 / 0.238 / 69
after floorplan: - / 0.192 / 13
after detailed placement: 8.50 / 0.240 / 69
after CTS: 9.16 / 0.453 / 72
after global routing: 9.45 / 0.479 / 72
final: 9.52 / 0.448 / 73
-- what timing repair did --
action	CTS	global route
setup endpoints to repair	4	6
setup buffers	0	0
pin swaps	0	1
gates resized	8	7
-- cells by family after synthesis --
family        count (synthesis)  share of synthesized area [%]
fa+ha+maj                     1                           8.62
flops                         4                           55.2
simple gates                  6                           19.8
mux                           1                           10.3
xor+xnor                      1                           6.04
No activity file was given, so power comes from the tool's default toggle rates.
