<file path="./design.v">
module parameterized #(parameter WIDTH = 32) (A,B,C);
    input [WIDTH-1:0] A,B;
    output [WIDTH-1:0] C;
    assign C = A + B;
endmodule
</file>
<file path="./run.sh">
#!/bin/bash
# OpenROAD 26Q1-2900-gdf79404cd8, Yosys 0.63+post, stock flow scripts
make -C /OpenROAD-flow-scripts/flow DESIGN_CONFIG=/design/flow/config.mk WORK_HOME=/design/flow/orfs finish
</file>
<file path="./config.mk">
export PLATFORM = sky130hd
export DESIGN_NAME = parameterized
export DESIGN_NICKNAME = parameterized
export VERILOG_FILES = /design/flow/design.v
export SDC_FILE = /design/flow/constraint.sdc
export NUM_CORES = 4
export LEC_CHECK = 1
export CORE_AREA = 10 10 107 107
export DIE_AREA = 0 0 117 117
</file>
<file path="./constraint.sdc">
current_design parameterized

set clk_period 24.1
set clk_io_pct 0.2

create_clock -name clk0 -period $clk_period

set non_clock_inputs [all_inputs -no_clocks]
set_input_delay [expr $clk_period * $clk_io_pct] -clock clk0 $non_clock_inputs
set_output_delay [expr $clk_period * $clk_io_pct] -clock clk0 [all_outputs]
</file>
==> flow_summary.yaml <==
# implementation run metrics
sta:
  rsz0062_at_grt: "no"
  whs_ps: 10670
  setup_ws_ps: 11450
  fmax_ghz: 0.0790
  setup_viol: 0
  maxSlewViolCount: 0
  tightest_slew_ps: 558
  min_period_ps: 12650
  setup_tns_ps: 0
  fin_crit_sh_pct: 52.5
  final_hold_viol_count: 0
  slew_headroom_pct: 61.8
setup_path:
  path_max_fanout: 4
  cp-end-kind: "output pin"
  crit_arrival_ps: 7830
  critPathRequiredTime_ps: 19280
  critPathKind: "input port to output pin"
  worst_setup_path_start_kind: "input port"
logic_synthesis:
  syn-cell-area_mm2: 0.00174
  yosys_area_mm2: 0.00174
  ys_cells: 241
  synth_seq_share_pct: 0
  top_area_cell: "ha_1"
  common_cells: "ha_1, a21oi_1, a21o_1"
  yosys.cell_types.count: 50
  syn_area_per_cell_um2: 7.24
  area_leaders: "ha_1, a21oi_1, a21o_1"
  most_common_cell: "ha_1"
  ys_warn_count: 0
  synthCells: 241
  top_area_share_pct: 22.2
floorplanning:
  die_y_um: 117
  chip_area_mm2: 0.0137
  rows: 35
  fp_util_pct: 19.0
  die_width_um: 117
  core-area_mm2: 0.00920
  ios: 96
run:
  warnings: 32
  drv_cap: 0
routing:
  first_pass_iters: 4
  drtAntennaViolNets: 0
  drcViolationCount: 0
  wl_per_cell_um: 14.4
  drt_iter0_markers: 66
  wirelength_mm: 6.29
  vias: 2098
  antenna_cells: 0
  avgViaCountPerCell: 4.80
placed_design:
  placedCellCount: 437
  routabilityCongestion: 0.828
  placed_area_mm2: 0.00280
  dp_slack_ps: 11450
  dp_hpwl_mm: 5.57
  port_buffers: 96
finish:
  drive_gt1_share_pct: 3.07
  final_area_mm2: 0.00280
  area_growth_pct: 60.5
  flops: 0
  n_clock_buffer: 0
  seqCellArea_um2: 0
  post-route-util_pct: 30.4
  fin_cells: 437
grt:
  grtUsageTotal_pct: 8.66
  grt_util_met3_pct: 3.35
  grt_pass1_wl_mm: 9.90
  grt_overflow: 0
  grt_max_degree: 11
  use_met2_pct: 14.7
  grt_pass1_vias: 2074
  grt-busiest-layer: "met2"
  antenna_found_initial: 0
  met1_usage_pct: 10.8
power:
  cellPowerDensity_mw_per_mm2: 29.0
  power.total_uw: 81.2
  p_sw_share_pct: 40.4
  comb_power_share_pct: 100.0
  internal_power_uw: 48.4
  switchingPower_uw: 32.8
  clockPowerShare_pct: 0
  p_leak_nw: 1.18
  seq_power_share_pct: 0
  peakVddDrop_mv: 0.0146
worst_hold_path:
  min_to: "C[0]"
  whs_path_depth: 3
  hold_path_class: "input port to output pin"
  min_from: "B[0]"
clock_tree:
  postCtsSetupRepairBufs: 0
  cts.repair.resized: 0
  cts-hold-fix-buffers: 0
run_status:
  outcome: "finished, final reports clean"
[worst max-delay path by stage]
stage                 startpoint  endpoint  slack (ps)  cells past startpoint
after CTS                   A[0]     C[26]       11450                     11
final                       A[0]     C[26]       11450                     11
after global routing        B[0]     C[26]       11260                     11
[area by class of cell]
cell class	instances	area [um^2]
Tap cell	111	139
Multi-Input combinational cell	224	1680
Timing Repair Buffer	96	961
Fill cell	977	6400
Inverter	6	22.5
[layout by cell type (no fill, tap or decap), types with 2 or more instances in the layout]
cell type and count:
a211oi_1 3, a21o_1 19, a21oi_1 29, a311oi_1 2, a31oi_1 3, clkdlybuf4s50_1 96, ha_1 31, inv_1 6
mux2i_1 2, nand2_1 18, nand2b_1 2, nand3_1 10, nand4_1 8, nor2_1 12, nor3_1 4, o211ai_1 3
o21a_1 2, o21ai_0 13, o21bai_1 4, o221ai_1 2, o311ai_1 2, or2_2 3, xnor2_1 13, xor2_1 15
[power by group through the flow]
| stage | Clock [mW] | Sequential (mW) | Combinational (mW) |
|---|---|---|---|
| 4_1_cts | 0 | 0 | 0.0825 |
| 5_1_grt | 0 | 0 | 0.0904 |
| 6_report | 0 | 0 | 0.0812 |
[layer usage]
| metal | part of all wire [%] | wire [um] | up-vias |
|---|---|---|---|
| met5 | 0 | 0 | - |
| met4 | 0 | 0 | 0 |
| li1 | - | - | 1096 |
| met1 | 44 | 2750 | 941 |
| met3 | 11 | 717 | 0 |
| met2 | 45 | 2820 | 61 |
[logic make-up (layout without fill, tap and decap cells)]
family / Yosys count / after routing / share of synthesized area, %
buffers and inverters: 17 / 102 / 3.80
adder cells (fa/ha/maj): 32 / 32 / 23.4
AND/OR/NAND/NOR: 65 / 65 / 18.3
AND-OR/OR-AND: 97 / 97 / 39.3
XOR/XNOR: 28 / 28 / 14.1
multiplexers: 2 / 2 / 1.15
[worst max-delay path: stages]
cell             delay (ps)
clkdlybuf4s50_1         400
ha_1                    240
fa_1                    400
a21o_1                  220
a31o_2                  280
nand3_1                 100
o221ai_1                230
a311oi_1                380
o21bai_1                120
xor2_1                  140
clkdlybuf4s50_1         500
No activity file was given, so power comes from the tool's default toggle rates.
